### ./design.v
module controller (LdA, LdB, LdP, clrP,clrA, decB, done, clk, eqz, start);
input clk,eqz,start;
output reg LdA, LdB, LdP, clrP,clrA, decB, done;
reg [2:0] state;
parameter S0 = 3'b000 , S1 = 3'b001 , S2 = 3'b010 , S3 = 3'b011 , S4 = 3'b100 ;
always@(posedge clk)
        begin
                case (state)
                            S0 : if(start) state <= S1;
                            S1 : state <= S2;
                            S2 : state <= S3;
                            S3 : #2 if(eqz) state <= S4;   
                            S4 : state <= S4;
                            default : state <= S0;
                endcase
        end                    
    always@(state)
        begin
                    case(state)
                        S0 : begin #1 LdA = 0; LdB = 0; LdP = 0; clrP = 0; clrA = 0; decB = 0; end
                        S1 : begin #1 clrA = 1;   end
                        S2 : begin #1 LdA = 0; clrA = 0; LdB = 1; clrP = 1;  end
                        S3 : begin #1 LdA = 1; LdB = 0; LdP = 1; clrP = 0; decB = 1; clrA = 0; end
                        S4 : begin #1 done = 1; LdB = 0; LdP = 0; LdA = 0; decB = 0; end
                        default : begin #1 LdA = 0; LdB = 0; LdP = 0; clrP = 0; clrA = 0; decB = 0; end
                    endcase
        end            
endmodule  
### ./run.sh
#!/bin/bash
# OpenROAD 26Q1-2900-gdf79404cd8, Yosys 0.63+post, stock flow scripts
make -C /OpenROAD-flow-scripts/flow DESIGN_CONFIG=/design/flow/config.mk WORK_HOME=/design/flow/orfs finish
### ./config.mk
export PLATFORM = sky130hd
export DESIGN_NAME = controller
export DESIGN_NICKNAME = controller
export VERILOG_FILES = /design/flow/design.v
export SDC_FILE = /design/flow/constraint.sdc
export NUM_CORES = 4
export LEC_CHECK = 1
export CORE_AREA = 10 10 70 70
export DIE_AREA = 0 0 80 80
### ./constraint.sdc
current_design controller

set clk_period 2.7
set clk_io_pct 0.2

create_clock -name clk0 -period $clk_period [get_ports {clk}]

set non_clock_inputs [all_inputs -no_clocks]
set_input_delay [expr $clk_period * $clk_io_pct] -clock clk0 $non_clock_inputs
set_output_delay [expr $clk_period * $clk_io_pct] -clock clk0 [all_outputs]
==> node_exporter_impl.prom <==
# HELP chip_impl_metric Metrics from one implementation run
# TYPE chip_impl_metric gauge
chip_impl_info{name="run_status",value="complete, no violations"} 1
chip_impl_metric{name="cts_htree_levels",unit=""} 1
chip_impl_metric{name="clk_transition_reported_paths",unit="ns"} 0.04
chip_impl_metric{name="cts_setup_buffers",unit=""} 0
chip_impl_metric{name="synth.yosys.num_cells",unit=""} 28
chip_impl_info{name="post_synth_main_area_contributors",value="sky130_fd_sc_hd__edfxtp_1 (30%), sky130_fd_sc_hd__dlxtn_1 (20%), sky130_fd_sc_hd__buf_6 (7.5%)"} 1
chip_impl_info{name="clk_root_buffer_cell",value="sky130_fd_sc_hd__clkbuf_4"} 1
chip_impl_metric{name="hold-worst-slack",unit="ns"} 0.7598
chip_impl_metric{name="post_drt_antenna_nets",unit=""} 0
chip_impl_metric{name="enable_flop_cells",unit=""} 3
chip_impl_metric{name="untimed_endpoints",unit=""} 11
chip_impl_metric{name="flow.area_growth_from_synthesis",unit="%"} 40.42
chip_impl_metric{name="io-pin-count",unit=""} 10
chip_impl_metric{name="critPathMaxStageDelay",unit="ns"} 0.45
chip_impl_info{name="logic_family",value="simple AND/OR/NAND/NOR gates"} 1
chip_impl_info{name="critPathLaunchType",value="primary input"} 1
chip_impl_metric{name="routed-via-count",unit=""} 201
chip_impl_info{name="setup_repair_after_global_routing_missed_its_margin",value="no"} 1
chip_impl_metric{name="worst_slack",unit="ns"} 1.249
chip_impl_metric{name="final.fill_count",unit=""} 395
chip_impl_metric{name="slew_viol_final",unit=""} 0
chip_impl_metric{name="drive_gt1_share",unit="%"} 11.43
chip_impl_metric{name="min_period_over_period",unit="%"} 53.73
chip_impl_metric{name="die_h",unit="um"} 80
chip_impl_metric{name="placementRows",unit=""} 21
chip_impl_info{name="crit_chain",value="clkdlybuf4s50_1 -> nor2_1 -> a31oi_1"} 1
chip_impl_metric{name="r2r_slack",unit="ns"} 1.45
chip_impl_metric{name="synth_flops",unit=""} 8
chip_impl_info{name="worst-setup-path-type",value="primary input to flop"} 1
chip_impl_metric{name="ctsLongestPathBuffers",unit=""} 2
chip_impl_metric{name="worstPathArrival",unit="ns"} 1.35
chip_impl_info{name="synthTopCellsByCount",value="sky130_fd_sc_hd__nor2_1 (5), sky130_fd_sc_hd__dlxtn_1 (4), sky130_fd_sc_hd__edfxtp_1 (3)"} 1
chip_impl_metric{name="yosys_warnings",unit=""} 1
chip_impl_metric{name="maxCapViolCount",unit=""} 0
chip_impl_metric{name="synth.lib_cells_used.distinct",unit=""} 16
chip_impl_metric{name="synthCells",unit=""} 28
chip_impl_metric{name="drc_marker_count_from_the_first_detailed_route_iteration",unit=""} 21
chip_impl_metric{name="number_of_global_route_vias_before_repair",unit=""} 196
chip_impl_metric{name="clk_latency",unit="ns"} 0.24
chip_impl_metric{name="placed_cells",unit=""} 77
chip_impl_metric{name="drc",unit=""} 0
chip_impl_metric{name="post_route_setup_tns",unit="ns"} 0
chip_impl_metric{name="fp.coreArea",unit="mm^2"} 0.003416
chip_impl_info{name="tritoncts_clock_tree",value="built"} 1
chip_impl_metric{name="number_of_antenna_violations_at_the_first_check_in_global_routing",unit=""} 0
chip_impl_info{name="synth.largest_area_cell",value="sky130_fd_sc_hd__edfxtp_1"} 1
chip_impl_metric{name="worst-endpoint-required",unit="ns"} 2.60
chip_impl_metric{name="viasPerCell",unit=""} 2.481
chip_impl_metric{name="fp_util",unit="%"} 8.791
chip_impl_metric{name="finalSetupViolCount",unit=""} 0
chip_impl_metric{name="fmaxAchievable",unit="MHz"} 689.3
chip_impl_info{name="crit_slowest_cell",value="sky130_fd_sc_hd__clkdlybuf4s50_1"} 1
chip_impl_metric{name="comb_area",unit="um^2"} 92.59
chip_impl_metric{name="top_cell_area_share",unit="%"} 30.00
chip_impl_metric{name="power.density_cell_area",unit="mW/mm^2"} 989.0
chip_impl_metric{name="number_of_cts_inserted_buffers",unit=""} 3
chip_impl_metric{name="flop_area",unit="um^2"} 165.2
chip_impl_metric{name="synth_xor_xnor_area_share",unit="%"} 5.833
chip_impl_metric{name="diodes",unit=""} 0
chip_impl_metric{name="place.detailed.hpwl",unit="um"} 415.2
chip_impl_metric{name="finClkSkew",unit="ns"} 0.003232
chip_impl_metric{name="drt_pass1_iterations",unit=""} 3
chip_impl_metric{name="pre_cts_ws",unit="ns"} 1.005
chip_impl_metric{name="grt_start_max_net_pins",unit=""} 10
chip_impl_metric{name="cts_hold_repair.buffers",unit=""} 0
chip_impl_metric{name="detail_route.wirelength",unit="um"} 549
chip_impl_metric{name="stage_log_warnings",unit=""} 25
chip_impl_metric{name="gp_congestion",unit=""} 0.7456
chip_impl_metric{name="groute.usage.overall",unit="%"} 1.443
chip_impl_metric{name="mapped_cell_area",unit="um^2"} 300.3
chip_impl_metric{name="fin_crit_period",unit="ns"} 1.451
chip_impl_metric{name="die_x",unit="um"} 80
chip_impl_metric{name="port_buffers",unit=""} 8
chip_impl_info{name="hp-class",value="flop to flop"} 1
chip_impl_metric{name="grt_overflow",unit=""} 0
chip_impl_info{name="top_cell",value="sky130_fd_sc_hd__nor2_1"} 1
chip_impl_metric{name="utilization",unit="%"} 12.34
chip_impl_metric{name="yosys.area_share.adder",unit="%"} 0
chip_impl_metric{name="syn_area_per_cell",unit="um^2"} 10.72
chip_impl_metric{name="critical_path.max_fanout",unit=""} 3
chip_impl_info{name="ys_dominant_reg_cell",value="sky130_fd_sc_hd__dlxtn_1"} 1
chip_impl_metric{name="peak_ir_drop_on_the_vdd_network",unit="uV"} 146.0
chip_impl_metric{name="wire_per_inst",unit="um"} 6.778
chip_impl_metric{name="synthAoiAreaFrac",unit="%"} 2.083
chip_impl_metric{name="global_route_wire_length_before_repair",unit="um"} 779
chip_impl_metric{name="yosys.stat.chipArea",unit="um^2"} 300.3
chip_impl_metric{name="postSynth.asyncResetShare",unit="%"} 0
chip_impl_metric{name="power.leakage",unit="nW"} 0.1534
chip_impl_metric{name="final_cell_count_no_fill",unit=""} 81
chip_impl_metric{name="chipArea",unit="mm^2"} 0.006400
chip_impl_metric{name="post_synth_mux_area_share",unit="%"} 0
chip_impl_metric{name="count_of_cells_resized_by_post_cts_repair",unit=""} 0
chip_impl_metric{name="post_synth_and_or_nand_nor_area_fraction",unit="%"} 21.67
chip_impl_metric{name="unclocked_pins",unit=""} 5
chip_impl_metric{name="final-hold-violation-count",unit=""} 0
chip_impl_info{name="endpoint_kind",value="flop"} 1
cell usage in the layout (no fill, tap or decap), drive strengths merged, types with 2 or more instances in the layout:
master,count
clkdlybuf4s50,8
nor2,5
dlxtn,4
clkbuf,4
edfxtp,3
xnor2,2
power by group:
group	switching [mW]	internal [mW]
Sequential	0.0525	0.142
Clock	0.0256	0.0555
Combinational	0.0511	0.0902
Total	0.129	0.288
metrics by stage:
stage	power [mW]	cell area [um^2]
detailed placement	0.3376	395.4
global route	0.4485	421.7
global placement	0.3367	395.4
finish	0.4170	421.7
CTS	0.4221	421.7
floorplan	0.3080	300.3
path summary, 6_finish.rpt:
path              depth (start not counted)     start        to
setup / recovery                          3       eqz  state[1]
hold / removal                            1  state[2]  state[1]
setup reg to reg                          2  state[2]  state[1]
hold reg to reg                           1  state[2]  state[1]
metal layers:
metal / vias to the layer above / share of wire (%) / track usage, %
met5: - / 0 / 0
li1: 104 / - / -
met1: 79 / 38 / 1.550
met2: 14 / 40 / 2.006
met3: 4 / 15 / 0.7955
met4: 0 / 6.2 / 1.232
sequential cells by signal, indices dropped and copies added, names as in the netlist:
register / flops
clrP: 1
LdB: 1
state: 3
LdA: 1
clrA: 1
decB: 1
layout make-up:
type / instances / area share (%)
Multi-Input combinational cell: 15 / 21.96
Tap cell: 46 / 13.65
Timing Repair Buffer: 8 / 18.99
Sequential cell: 8 / 39.17
Clock buffer: 4 / 6.231
cell families (layout without fill, tap and decap cells):
group,after synthesis,in the layout
flip-flops,3,3
AND/OR/NAND/NOR,11,11
other,1,1
buffers and inverters,5,12
latches,5,5
XOR/XNOR,2,2
AND-OR/OR-AND,1,1
critical path, delay by kind of cell:
kind / cells / cell delay (ns)
AND-OR/OR-AND: 1 / 0.32
buffers and inverters: 1 / 0.45
AND/OR/NAND/NOR: 1 / 0.04
Power figures rest on the tool's default switching activity, not on a simulated workload.
