==> design/flow/design.v <==
module ADD (Z,X,Y);
input [31:0] X,Y;
output reg [31:0] Z;
always@(*)
        Z = X + Y ; 
endmodule
module CNTR (
    input [31:0] din,
    input ld,
    input dec,
    input clk,
    output reg [31:0] dout
    );
always@(posedge clk)
        if(ld)              
            dout<= din;
        else if(dec)       
            dout <= dout-1;
endmodule
module EQZ (eqz,data);
input [31:0] data;
output eqz;
assign eqz = (data == 0);  
endmodule
module PIPO1(
    input [31:0] Z,
    input ldA,
    input clrA,
    input clk,
    output reg [31:0] X
    );
always@(posedge clk)
if(clrA)
            X<= 32'b110010;
   else if(ldA)
            X<=Z;
endmodule
module PIPO2(
    input [31:0] Z,
    input ldP,
     input clrP,
    input clk,
    output reg [31:0] Y
    );
always@(posedge clk)
    if(clrP)
            Y<= 32'b001010;
endmodule
module MUL_datapath(eqz, LdA, LdB, LdP, clrP,clrA, decB, data_in,clk,X,Y,Z,Bout);
input  LdA, LdB, LdP, clrP,clrA, decB,clk;
input [31:0] data_in;
output eqz;
output [31:0] X,Y,Z,Bout;
PIPO1 A (Z,LdA,clrA,clk,X);		 
PIPO2 P (Z,LdP,clrP,clk,Y);	
CNTR B  (data_in,LdB,decB,clk,Bout);	      
ADD AD  (Z,X,Y);			    
EQZ COMP (eqz,Bout);	          
endmodule
==> design/flow/run.sh <==
#!/bin/bash
# OpenROAD 26Q1-2900-gdf79404cd8, Yosys 0.63+post, stock flow scripts
make -C /OpenROAD-flow-scripts/flow DESIGN_CONFIG=/design/flow/config.mk WORK_HOME=/design/flow/orfs finish
==> design/flow/config.mk <==
export PLATFORM = sky130hd
export DESIGN_NAME = MUL_datapath
export DESIGN_NICKNAME = MUL_datapath
export VERILOG_FILES = /design/flow/design.v
export SDC_FILE = /design/flow/constraint.sdc
export NUM_CORES = 4
export LEC_CHECK = 1
export CORE_UTILIZATION = 50
==> design/flow/constraint.sdc <==
current_design MUL_datapath

set clk_period 7.8
set clk_io_pct 0.2

create_clock -name clk0 -period $clk_period [get_ports {clk}]

set non_clock_inputs [all_inputs -no_clocks]
set_input_delay [expr $clk_period * $clk_io_pct] -clock clk0 $non_clock_inputs
set_output_delay [expr $clk_period * $clk_io_pct] -clock clk0 [all_outputs]
==> results.json <==
{
  "finalSetupViolCount": 0,
  "routedWlPerCell_um": 13.64,
  "antenna_found_initial": 0,
  "grt_max_degree": 65,
  "critical_path_arrival_ns": 2.91,
  "hp-class": "flop to flop",
  "area_delta_synth_final_pct": 30.77,
  "ys_cells": 482,
  "die_w_um": 94.50,
  "crit_top_cell": "nor4_4",
  "grt_pass1_vias": 3207,
  "total_power_uw": 798.0,
  "fp_util_pct": 51.80,
  "critPathKind": "flop to output port",
  "wl_mm": 9.619,
  "drv_slew": 0,
  "vias": 3623,
  "die_area_sq_um": 8929,
  "stdcell_area_sq_um": 5594,
  "logic_area_sq_um": 2371,
  "root_buffer": "clkbuf_8",
  "hold_viol": 0,
  "drive_above_1_share_pct": 6.667,
  "clk_path_buf_depth": 2,
  "dp_slack_ns": 3.694,
  "edf_count": 32,
  "ios": 168,
  "port-buffer-count": 131,
  "startpoint": "A.X[1]$_SDFFE_PP1P_",
  "yosysTopAreaCell": "edfxtp_1",
  "top_cells_by_area": "edfxtp_1, dfxtp_1, xnor2_1",
  "clock.fmax_mhz": 223.9,
  "ys_warn_count": 4,
  "outcome": "completed",
  "holdWs_ns": 0.5520,
  "timing.critical_path.to": "Z[29]",
  "max_cap_viol_count": 0,
  "worst-r2r-cell-count": 5,
  "maxSlewHeadroom_pct": 47.73,
  "synth_cell_types": 49,
  "setup_ws_ns": 3.334,
  "critical_path.max_fanout": 7,
  "fin_crit_sh_pct": 57.25,
  "syn_inst": 482,
  "synth_flops": 63,
  "cts_max_level": 3,
  "postSynthSeqShare_pct": 36.97,
  "post_dp_cell_area_sq_um": 5439,
  "period_needed_ns": 4.466,
  "netlist_area_sq_um": 4278,
  "first_pass_iters": 4,
  "worstPathRequired_ns": 6.24,
  "avgSynthCellArea_sq_um": 8.875,
  "worstMarginPinSlew_ns": 0.7816,
  "num_antenna_cells": 0,
  "fin_tns_setup_ns": 0,
  "flop_cell": "edfxtp_1",
  "ir_worst_vdd_mv": 0.07484,
  "core_area_sq_um": 8258,
  "antenna_left": 0,
  "ff2ff_setup_slack_ns": 5.43,
  "cp_slowest_stage_delay_ns": 0.57,
  "start_kind": "flop",
  "cp.depth": 7,
  "dp_cells": 689,
  "cp_top_family": "simple AND/OR/NAND/NOR gates",
  "clock_skew_ns": 0.005976,
  "warnings": 28,
  "power.density_nw_per_um2": 142.7,
  "crit_path_end_kind": "output port",
  "cts_resized": 0,
  "crit_buf_inv": 1,
  "viasPerCell": 5.139,
  "grt_pass1_wl_mm": 15.31,
  "regArea_sq_um": 1582,
  "synthArstFlopShare_pct": 0,
  "cts.sinks": 63,
  "rr_endpoint": "B.dout[29]$_DFFE_PP_",
  "cts.clk_slew.worst_paths_ns": 0.07,
  "grt_util_all_layers_pct": 22.09,
  "fill_cells": 669,
  "rr_startpoint": "B.dout[2]$_DFFE_PP_",
  "die_h_um": 94.50,
  "drtIter0Drc": 122,
  "stdcell_count": 705,
  "yosys_area_sq_um": 4278,
  "cp_slowest_cell": "nor4_4",
  "top_cell_area_share_pct": 22.46,
  "routabilityCongestion": 0.8754,
  "cts_buffers": 9,
  "clkLatencyLatePin_ns": 0.32,
  "crit_chain": "ha_1 > o21ai_4 > nor4_4 > nand3_4 > nor4_4 > xor2_1 > clkdlybuf4s50_1",
  "leakage_nw": 2.033,
  "hpwl_mm": 6.831,
  "cts_hold_buf": 0,
  "drc_errors": 0,
  "rsz0062_at_grt": "false",
  "grt_overflow": 0,
  "post-route-util_pct": 67.74,
  "cts_tree": "done",
  "post_cts.repair.setup_buffers": 0,
  "num_rows": 33
}
logic make-up after synthesis:
group | after synthesis | synth area share, %
AND-OR/OR-AND | 48 | 6.406
XOR/XNOR | 77 | 15.76
adder cells (fa/ha/maj) | 2 | 0.5849
buffers and inverters | 71 | 10.41
flip-flops | 63 | 36.97
multiplexers | 5 | 1.287
other | 2 | 0.1756
AND/OR/NAND/NOR | 214 | 28.40
tightest hold or removal path, delay by kind of cell (launching register included):
kind / cells / cell delay (ns)
flip-flops: 1 / 0.34
AND/OR/NAND/NOR: 1 / 0.05
multiplexers: 1 / 0.13
Yosys cell counts (6+ instances only):
| cell type | number |
|---|---|
| nand4_1 | 16 |
| o21ai_0 | 30 |
| buf_4 | 39 |
| nor4_1 | 14 |
| inv_1 | 7 |
| nand3_1 | 18 |
| dfxtp_1 | 31 |
| nor3_1 | 15 |
| clkbuf_1 | 16 |
| nor2_1 | 48 |
| or3_1 | 8 |
| edfxtp_1 | 32 |
| and3_1 | 6 |
| xnor2_1 | 47 |
| nand2_1 | 50 |
| xor2_1 | 30 |
cell type report:
| class | count | area share, % |
|---|---|---|
| sequential | 63 | 28.27 |
| clock inverter | 6 | 0.4921 |
| inverter | 7 | 0.4697 |
| clock buffer | 10 | 2.281 |
| multi-input combinational | 380 | 42.38 |
| timing repair buffer | 134 | 23.75 |
| tap | 105 | 2.348 |
flip-flops by register name (all words and copies together) (netlist names):
signal,cells
A.X,31
B.dout,32
power by group:
group          switching [mW]  internal [mW]
clock network           0.120          0.111
registers              0.0355          0.376
logic                  0.0554         0.0998
cells in the final DEF (no fill, tap or decap), types with 8 or more instances in the layout:
| cell | netlist | routed |
|---|---|---|
| clkdlybuf4s50_1 | 0 | 130 |
| nand2_1 | 50 | 50 |
| nor2_1 | 48 | 48 |
| xnor2_1 | 47 | 47 |
| conb_1 | 2 | 34 |
| edfxtp_1 | 32 | 32 |
| dfxtp_1 | 31 | 31 |
| xor2_1 | 30 | 30 |
| o21ai_0 | 30 | 30 |
| nand3_1 | 18 | 18 |
| nand4_1 | 16 | 16 |
| nor3_1 | 15 | 15 |
| nor4_1 | 14 | 14 |
| clkbuf_8 | 1 | 9 |
| or3_1 | 8 | 8 |
worst min-delay path by stage:
stage	depth (start not counted)	from	slack [ns]	end
6_report	2	A.X[2]$_SDFFE_PP0P_	0.55	A.X[2]$_SDFFE_PP0P_
5_1_grt	2	A.X[2]$_SDFFE_PP0P_	0.59	A.X[2]$_SDFFE_PP0P_
4_1_cts	2	A.X[2]$_SDFFE_PP0P_	0.55	A.X[2]$_SDFFE_PP0P_
metal layers:
layer / vias up / share of wire [%] / track usage, % / wire (um)
met1: 1655 / 45 / 32.30 / 4295
met2: 130 / 48 / 36.17 / 4602
li1: 1830 / - / - / -
met5: - / 0 / 0 / 0
met4: 0 / 0.95 / 3.030 / 91
met3: 8 / 6.5 / 4.167 / 628
No activity file was given, so power comes from the tool's default toggle rates.
